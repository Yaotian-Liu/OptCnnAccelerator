===== flow/config.mk =====
export PLATFORM = sky130hd
export DESIGN_NAME = Post_top
export DESIGN_NICKNAME = Post_top
export VERILOG_FILES = /design/flow/design.v
export SDC_FILE = /design/flow/constraint.sdc
export NUM_CORES = 4
export LEC_CHECK = 1
export CORE_AREA = 10 10 426 426
export DIE_AREA = 0 0 436 436

===== flow/constraint.sdc =====
current_design Post_top

set clk_period 21.6
set clk_io_pct 0.2

create_clock -name clk0 -period $clk_period [get_ports {clk}]

set non_clock_inputs [all_inputs -no_clocks]
set_input_delay [expr $clk_period * $clk_io_pct] -clock clk0 $non_clock_inputs
set_output_delay [expr $clk_period * $clk_io_pct] -clock clk0 [all_outputs]

===== flow/design.v =====
module Multiplier #(parameter INT_BITS = 4) (
  input  [15:0] io_op1   ,
  input  [15:0] io_op2   ,
  output [15:0] io_output
);
  wire [16+INT_BITS:0] _zz__zz_io_output    ;
  wire [16+INT_BITS:0] _zz__zz_io_output_1  ;
  wire [         31:0] _zz__zz_io_output_2  ;
  wire [         47:0] _zz__zz_io_output_3  ;
  wire [         47:0] _zz__zz_io_output_4  ;
  wire [         31:0] _zz__zz_io_output_5  ;
  wire [         15:0] _zz__zz_io_output_6  ;
  wire [         15:0] _zz__zz_io_output_7  ;
  wire [16+INT_BITS:0] _zz_when_AFix_l756   ;
  wire [         15:0] _zz_when_AFix_l756_1 ;
  wire [16+INT_BITS:0] _zz_when_AFix_l756_2 ;
  wire [         15:0] _zz__zz_io_output_1_1;
  wire [         15:0] _zz__zz_io_output_1_2;
  wire [         15:0] _zz__zz_io_output_1_3;
  wire [         15:0] _zz__zz_io_output_1_4;
  wire [         15:0] _zz__zz_io_output_1_5;
  wire [16+INT_BITS:0] _zz__zz_io_output_1_6;
  wire [16+INT_BITS:0] _zz_when_AFix_l761   ;
  wire [16+INT_BITS:0] _zz_when_AFix_l761_1 ;
  wire [         15:0] _zz_when_AFix_l761_2 ;
  wire [         15:0] _zz_when_AFix_l761_3 ;
  wire [         15:0] _zz_io_output_2      ;
  wire [         15:0] _zz_io_output_3      ;
  wire [16+INT_BITS:0] _zz_io_output        ;
  reg  [         15:0] _zz_io_output_1      ;
  wire                 when_AFix_l756       ;
  wire                 when_AFix_l761       ;
  assign _zz__zz_io_output_1   = (_zz__zz_io_output_2 >>> (15-INT_BITS));
  assign _zz__zz_io_output     = _zz__zz_io_output_1;
  assign _zz__zz_io_output_2   = _zz__zz_io_output_3[31 : 0];
  assign _zz__zz_io_output_3   = _zz__zz_io_output_4;
  assign _zz__zz_io_output_4   = ($signed(_zz__zz_io_output_5) * $signed(_zz__zz_io_output_7));
  assign _zz__zz_io_output_6   = io_op1;
  assign _zz__zz_io_output_5   = {{16{_zz__zz_io_output_6[15]}}, _zz__zz_io_output_6};
  assign _zz__zz_io_output_7   = io_op2;
  assign _zz_when_AFix_l756_1  = {1'b0,15'h7fff};
  assign _zz_when_AFix_l756    = {{(1 + INT_BITS){_zz_when_AFix_l756_1[15]}}, _zz_when_AFix_l756_1};
  assign _zz_when_AFix_l756_2  = _zz_io_output;
  assign _zz__zz_io_output_1_2 = 16'h7fff;
  assign _zz__zz_io_output_1_1 = _zz__zz_io_output_1_2;
  assign _zz__zz_io_output_1_4 = 16'h8000;
  assign _zz__zz_io_output_1_3 = _zz__zz_io_output_1_4;
  assign _zz__zz_io_output_1_6 = _zz_io_output;
  assign _zz__zz_io_output_1_5 = _zz__zz_io_output_1_6[15:0];
  assign _zz_when_AFix_l761    = _zz_io_output;
  assign _zz_when_AFix_l761_2  = _zz_when_AFix_l761_3;
  assign _zz_when_AFix_l761_1  = {{(1 + INT_BITS){_zz_when_AFix_l761_2[15]}}, _zz_when_AFix_l761_2};
  assign _zz_when_AFix_l761_3  = 16'h8000;
  assign _zz_io_output_3       = _zz_io_output_1;
  assign _zz_io_output_2       = _zz_io_output_3;
  assign _zz_io_output         = _zz__zz_io_output;
  assign when_AFix_l756        = ($signed(_zz_when_AFix_l756) < $signed(_zz_when_AFix_l756_2));
  always @(*) begin
    if(when_AFix_l756) begin
      _zz_io_output_1 = _zz__zz_io_output_1_1;
    end else begin
      if(when_AFix_l761) begin
        _zz_io_output_1 = _zz__zz_io_output_1_3;
      end else begin
        _zz_io_output_1 = _zz__zz_io_output_1_5;
      end
    end
  end
  assign when_AFix_l761 = ($signed(_zz_when_AFix_l761) < $signed(_zz_when_AFix_l761_1));
  assign io_output      = _zz_io_output_2;
endmodule
module Mux #(
  parameter CHANNEL_N = 2,
  parameter POX       = 4,
  parameter POY       = 4
) (
  input                              clk               ,
  input                              rst               ,
  input      [ CHANNEL_N*POX*16-1:0] all_serializer_out,
  input                              mac_output_valid  ,
  input      [      $clog2(POY)-1:0] mac_valid_number  ,
  output reg [$clog2(CHANNEL_N)-1:0] mux_sel           ,
  output reg [           POX*16-1:0] mux_out           ,
  output reg                         mux_out_valid
);
  wire [CHANNEL_N-1:0] mux_sel_next;  
  reg  [$clog2(POY*CHANNEL_N)-1:0] transmit_cnt     ;
  wire [$clog2(POY*CHANNEL_N)-1:0] transmit_cnt_next;
  wire [CHANNEL_N-1:0] all_serializer_out_array[POX*16-1:0];
  genvar c;
  generate
    for (c = 0; c < CHANNEL_N; c = c + 1) begin
      assign all_serializer_out_array[c] = all_serializer_out[(c+1)*POX*16-1:c*POX*16];
    end
  endgenerate
  assign mux_sel_next = mac_output_valid ? 1'b1 :
    (transmit_cnt == mac_valid_number - 1) ?
    ((mux_sel == CHANNEL_N - 1) ?  1'b0 : mux_sel + 1'b1) : mux_sel;
  assign transmit_cnt_next = mac_output_valid ? transmit_cnt + 1'b1 :
    (transmit_cnt == mac_valid_number - 1) ?  1'b0 :
    (mux_sel > 0) ? transmit_cnt + 1'b1 : transmit_cnt;
  always @(posedge clk or posedge rst) begin
    if (rst) begin
      mux_sel       <= 0;
      transmit_cnt  <= 0;
      mux_out       <= 0;
      mux_out_valid <= 0;
    end
    else begin
      mux_sel       <= mux_sel_next;
      transmit_cnt  <= transmit_cnt_next;
      mux_out       <= all_serializer_out_array[mux_sel];
      mux_out_valid <= (mux_sel > 0);  
    end
  end
endmodule
module Pooling #(parameter POX = 4) (
  input                     clk              ,
  input                     rst              ,
  input      [  POX*16-1:0] post_to_pooling  ,
  input                     post_out_valid   ,
  output reg [POX/2*16-1:0] pooling_out      ,
  output reg                pooling_out_valid
);
  reg status;
  wire [POX/2*16-1:0] compare_results;
  reg  [POX/2*16-1:0] pooling_reg    ;
  always @(posedge clk or posedge rst) begin
    if (rst) begin
      status            <= 0;
      pooling_out_valid <= 0;
    end
    else begin
      status            <= post_out_valid ? status + 1'b1 : status;
      pooling_out_valid <= status ? 1'b0 : 1'b1;
    end
  end
  genvar half_pox;
  generate
    for(half_pox = 0; half_pox < POX / 2 - 1; half_pox = half_pox + 1) begin
      assign compare_results[(half_pox+1)*16-1:half_pox*16] =
        post_to_pooling[(2*half_pox+1)*16-1:(2*half_pox)*16] >
          post_to_pooling[(2*(half_pox+1))*16-1:(2*half_pox+1)*16] ?
            post_to_pooling[(2*half_pox+1)*16-1:(2*half_pox)*16] :
              post_to_pooling[(2*(half_pox+1))*16-1:(2*half_pox+1)*16];
      always @(posedge clk or posedge rst) begin
        if (rst) begin
          pooling_reg[(half_pox+1)*16-1:half_pox*16] <= 0;
          pooling_out[(half_pox+1)*16-1:half_pox*16] <= 0;
        end
        else if (post_out_valid) begin
          case (status)
            1'b0 : begin
              pooling_reg[(half_pox+1)*16-1:half_pox*16] <=
                compare_results[(half_pox+1)*16-1:half_pox*16];
            end
            1'b1 : begin
              pooling_out[(half_pox+1)*16-1:half_pox*16] <=
                compare_results[(half_pox+1)*16-1:half_pox*16] >
                  pooling_reg[(half_pox+1)*16-1:half_pox*16] ?
                    compare_results[(half_pox+1)*16-1:half_pox*16]  :
                      pooling_reg[(half_pox+1)*16-1:half_pox*16];
            end
          endcase
        end
        else ;  
      end
    end
  endgenerate
endmodule
module PostProcess #(
  parameter POX      = 4,
  parameter INT_BITS = 4
) (
  input                   clk                  ,
  input                   rst                  ,
  input      [POX*16-1:0] mux_postprocess_data ,
  input                   mux_postprocess_valid,
  input      [      15:0] K                    ,
  input      [      15:0] B                    ,
  input      [POX*16-1:0] bias                 ,
  output reg [POX*16-1:0] relu_out             ,
  output reg              relu_out_valid       ,
  output reg [POX*16-1:0] post_out             ,
  output reg              post_out_valid
);
  wire [POX*16-1:0] relu_out_next;
  wire [POX*16-1:0] post_out_next;
  wire [POX*16-1:0] add_result   ;
  wire [POX*32-1:0] mul_results  ;  
  genvar pox;
  generate
    for (pox = 0; pox < POX; pox = pox + 1) begin
      assign add_result[(pox+1)*16-1:pox*16]    = mux_postprocess_data[(pox+1)*16-1:pox*16] + bias;
      assign relu_out_next[(pox+1)*16-1:pox*16] =
        (add_result[(pox+1)*16-1] == 1'b0) ? add_result[(pox+1)*16-1:pox*16] : 16'b0;  
      Multiplier #(.INT_BITS(INT_BITS)) U_Multiplier (
        .io_op1   (relu_out[(pox+1)*16-1:pox*16]     ),
        .io_op2   (K                                 ),
        .io_output(post_out_next[(pox+1)*16-1:pox*16])
      );
    end
  endgenerate
  always @(posedge clk or posedge rst) begin
    if (rst) begin
      post_out <= 0;
      relu_out <= 0;
      relu_out_valid <= 0;
      post_out_valid <= 0;
    end
    else begin
      relu_out <= relu_out_next;
      post_out <= post_out_next + B;
      relu_out_valid <= mux_postprocess_valid;
      post_out_valid <= relu_out_valid;
    end
  end
endmodule
module Post_top #(
  parameter INT_BITS  = 4,  
  parameter POX       = 4,
  parameter POY       = 4,
  parameter CHANNEL_N = 2   
) (
  input                             clk              ,
  input                             rst              ,
  input  [CHANNEL_N*POY*POX*16-1:0] mac_to_serializer,  
  input                             mac_output_valid ,  
  input  [         $clog2(POY)-1:0] mac_valid_number ,  
  input  [                    15:0] K                ,  
  input  [                    15:0] B                ,  
  input  [              POX*16-1:0] bias             ,  
  output [              POX*16-1:0] relu_out         ,  
  output                            relu_out_valid   ,
  output [              POX*16-1:0] post_out         ,  
  output                            post_out_valid   ,
  output [            POX/2*16-1:0] pooling_out      ,  
  output                            pooling_out_valid
);
  wire [CHANNEL_N*POX*16-1:0] all_serializer_out;
  wire [$clog2(CHANNEL_N)-1:0] mux_sel        ;
  wire [        CHANNEL_N-1:0] mux_sel_one_hot;
  wire [POX*16-1:0] mux_postprocess_data ;
  wire              mux_postprocess_valid;
  Mux #(
    .CHANNEL_N(CHANNEL_N),
    .POX      (POX      ),
    .POY      (POY      )
  ) U_Mux (
    .clk               (clk                  ),
    .rst               (rst                  ),
    .all_serializer_out(all_serializer_out   ),
    .mac_output_valid  (mac_output_valid     ),
    .mac_valid_number  (mac_valid_number     ),
    .mux_sel           (mux_sel              ),
    .mux_out           (mux_postprocess_data ),
    .mux_out_valid     (mux_postprocess_valid)
  );
  genvar c;
  generate
    for (c = 0; c < CHANNEL_N; c = c + 1) begin
      assign mux_sel_one_hot[c] = (mux_sel == c);
      Serializer #(
        .POX(POX),
        .POY(POY)
      ) U_Serializer (
        .clk             (clk                                               ),
        .rst             (rst                                               ),
        .mac_output      (mac_to_serializer[(c+1)*POY*POX*16-1:c*POY*POX*16]),
        .mac_output_valid(mac_output_valid                                  ),
        .mux_sel         (mux_sel                                           ),
        .serializer_out  (all_serializer_out[(c+1)*POX*16-1:c*POX*16]       )
      );
    end
  endgenerate
  PostProcess #(
    .POX     (POX     ),
    .INT_BITS(INT_BITS)
  ) U_PostProcess (
    .clk                  (clk                  ),
    .rst                  (rst                  ),
    .mux_postprocess_data (mux_postprocess_data ),
    .mux_postprocess_valid(mux_postprocess_valid),
    .K                    (K                    ),
    .B                    (B                    ),
    .bias                 (bias                 ),
    .relu_out             (relu_out             ),
    .relu_out_valid       (relu_out_valid       ),
    .post_out             (post_out             ),
    .post_out_valid       (post_out_valid       )
  );
  Pooling #(.POX(POX)) U_Pooling (
    .clk              (clk              ),
    .rst              (rst              ),
    .post_to_pooling  (post_out         ),
    .post_out_valid   (post_out_valid   ),
    .pooling_out      (pooling_out      ),
    .pooling_out_valid(pooling_out_valid)
  );
endmodule
module Serializer #(
  parameter POX = 3,
  parameter POY = 3
) (
  input                       clk             ,
  input                       rst             ,
  input      [POY*POX*16-1:0] mac_output      ,
  input                       mac_output_valid,
  input                       mux_sel         ,
  output reg [    POX*16-1:0] serializer_out
);
  reg [POY*POX*16-1:0] mac_output_reg     ;
  reg [POY*POX*16-1:0] mac_output_reg_next;  
  wire [POX*16-1:0] serializer_out_next;
  assign serializer_out_next = mac_output_reg[POX*16-1:0];
  always @(posedge clk or posedge rst) begin
    if (rst) begin
      serializer_out <= 0;
      mac_output_reg <= 0;
    end
    else begin
      serializer_out <= serializer_out_next;
      mac_output_reg <= mac_output_reg_next;
    end
  end
  genvar poy;
  generate
    for (poy = 0; poy < POY; poy = poy + 1) begin
      always @(*) begin
        if (mac_output_valid) begin
          mac_output_reg_next[(poy+1)*(POX*16)-1 : poy*(POX*16)]
            = mac_output[(poy+1)*(POX*16)-1 : poy*(POX*16)];
        end
        else begin
          if (mux_sel) begin
            if (poy < POY - 1)
              mac_output_reg_next[(poy+1)*(POX*16)-1 : poy*(POX*16)]
                = mac_output_reg[(poy+2)*(POX*16)-1 : (poy+1)*(POX*16)];
            else mac_output_reg_next[(poy+1)*(POX*16)-1 : poy*(POX*16)] = 0;
          end
          else mac_output_reg_next[(poy+1)*(POX*16)-1 : poy*(POX*16)]
            = mac_output_reg[(poy+1)*(POX*16)-1 : poy*(POX*16)];
        end
      end
    end
  endgenerate
endmodule

===== flow/run.sh =====
#!/bin/bash
# OpenROAD 26Q1-2900-gdf79404cd8, Yosys 0.63+post, stock flow scripts
make -C /OpenROAD-flow-scripts/flow DESIGN_CONFIG=/design/flow/config.mk WORK_HOME=/design/flow/orfs finish

==> flow_metrics.tcl <==
# implementation run metrics
set metrics [dict create \
    status "completed" \
    yosys_register_bits 156 \
    timing.critical_path.to_type "flip-flop" \
    worstHoldPathCells 0 \
    die-height_um 436 \
    port-buffer-count 211 \
    timing.final.crit_period_ps 15190 \
    clk_latency_ps 490 \
    final_worst_setup_slack_ps 6410 \
    grt_overflow_total 0 \
    antenna_violating_nets_post_route 0 \
    power.leakage_nw 14.2 \
    r2r_end "U_PostProcess.post_out[29]" \
    floorplan.core_util 0.147 \
    cap_violations 0 \
    clock_skew_ps 26.8 \
    row_count 152 \
    first_global_vias 19700 \
    setup_viol 0 \
    yosysTopAreaCell "sky130_fd_sc_hd__fa_1" \
    worst_ep_required_time_ps 22010 \
    cts_resized 0 \
    timing.slew.headroom 0.367 \
    dieArea_sq_mm 0.190 \
    grt_max_degree 60 \
    start_kind "input port" \
    ys_dominant_reg_cell "sky130_fd_sc_hd__dfrtp_1" \
    timing.critical_path.fanout_max 30 \
    totalNegativeSetupSlack_ps 0 \
    place_worst_setup_slack_ps 6000 \
    crit_arrival_ps 15600 \
    setup_repair_after_global_routing_missed_its_margin "false" \
    global_route_wire_length_before_repair_um 118000 \
    most_common_cell "sky130_fd_sc_hd__inv_1" \
    clock_tree.buffer_depth 2 \
    post_synth_main_area_contributors "sky130_fd_sc_hd__fa_1 29%, sky130_fd_sc_hd__dfrtp_1 15%, sky130_fd_sc_hd__ha_1 14%" \
    synth_warnings 21 \
    synth_stat.cells 2811 \
    area_of_the_synthesized_netlist_per_yosys_stat_sq_mm 0.0252 \
    cts_tree "done" \
    post-synth-top-area-fraction 0.286 \
    path_clk_slew_ps 90 \
    post_synthesis_cell_count 2811 \
    number_of_h_tree_levels 4 \
    routabilityCongestion 0.884 \
    synthArstFlopShare 1.00 \
    timing_max_transition_violations_final 0 \
    crit_top_cell "sky130_fd_sc_hd__fa_1" \
    hold_viol_final 0 \
    worstHoldStart "U_Mux.mux_out_valid" \
    reg2reg_from "U_PostProcess.relu_out[1]" \
    enable_flop_cells 0 \
    vias_per_inst 3.63 \
    detailedPlacementHpwl_um 60900 \
    floorplan.io_pins 776 \
    timing.setup.critical_path_class "in -> reg" \
    grt.total_usage 0.0814 \
    min_period_over_period 0.703 \
    postCtsSetupRepairBufs 0 \
    drt_iter0_markers 1117 \
    tool_warnings 569 \
    routed_wl_um 76000 \
    timing.reg2reg.setup_slack_ps 10410 \
    count_of_distinct_cell_types_in_the_synthesized_netlist 99 \
    clkSinkCount 156 \
    power.ir.vdd_worst_v 0.000150 \
    hold_class "reg -> reg" \
    initial_antenna_violation_count 8 \
    remaining_drc_errors 0 \
    critical_path.startpoint "K[9]" \
    post_drt_wl_per_cell_um 14.4 \
    pwr_density_cell_mw_per_mm2 136 \
    cts_made_buffers 17 \
    hold-path-endpoint "U_PostProcess.relu_out_valid" \
    fp.dieW_um 436 \
    max_freq_ghz 0.0658 \
    cp_peak_stage_delay_ps 770 \
    max_flop_register "U_PostProcess.post_out" \
    drive_gt1_frac 0.0486 \
    layout-area-overhead-vs-synth_pct 20.9 \
    worst_path_max_delay_cell "sky130_fd_sc_hd__a211oi_1" \
    largest_register_ffs 63 \
    synth_area_per_cell_sq_um 8.97 \
    worstMarginPinSlew_ps 945 \
    cts_hold_repair.buffers 0 \
    rr_worst_depth 33 \
    syn-cell-area_sq_mm 0.0252 \
    cts-root-buf "sky130_fd_sc_hd__clkbuf_16" \
    postSynthSeqShare 0.155 \
    netlist_top_cells_count "536 x sky130_fd_sc_hd__inv_1, 360 x sky130_fd_sc_hd__fa_1, 329 x sky130_fd_sc_hd__nand2_1" \
    drt_pre_antenna_iters 6 \
    reg_top3 "U_PostProcess.post_out: 63 flops, U_PostProcess.relu_out: 30 flops" \
    vias 19200 \
    placeableCoreArea_sq_mm 0.172 \
]
logic make-up (layout without fill, tap and decap cells):
logic type               after synthesis  in the layout  share of synthesized area
buffers and inverters                705            836                      0.114
flip-flops                           156            156                      0.155
other                                  1             26                   0.000149
adder cells (fa/ha/maj)              648            648                      0.429
AND-OR/OR-AND                        320            320                     0.0885
multiplexers                          35             35                     0.0140
AND/OR/NAND/NOR                      881            881                      0.177
XOR/XNOR                              65             65                     0.0226
how the worst max path moves through the flow:
stage	to	slack (ps)
after global routing	U_PostProcess.post_out[29]	5630
after CTS	U_PostProcess.post_out[29]	6500
final	U_PostProcess.post_out[29]	6410
where the power goes:
group	switching, W	internal, W	total (W)
sequential	0.000108	0.000416	0.000525
combinational	0.00195	0.00134	0.00329
clock	0.000164	0.000155	0.000320
metrics by stage:
step | instance area (sq um) | utilization | total power (W) | instances | hold WS (ps)
3_3_place_gp | 29900 | 0.174 | 0.00380 | 5239 | 334
3_5_place_dp | 29900 | 0.174 | 0.00382 | 5239 | 335
4_1_cts | 30500 | 0.177 | 0.00417 | 5271 | 356
5_1_grt | 30500 | 0.177 | 0.00462 | 5272 | 379
2_1_floorplan | 25300 | - | 0.00279 | 2830 | 331
6_report | 30500 | 0.177 | 0.00414 | 5277 | 355
area by class of cell:
cell class / count / area (sq um)
antenna: 6 / 15.0
clock buffer: 17 / 425
clock inverter: 15 / 174
fill: 19000 / 141000
inverter: 536 / 2020
multi-input combinational: 1969 / 18500
sequential: 156 / 3900
tap: 2310 / 2890
timing repair buffer: 268 / 2540
worst max-delay path: cells and delay by family:
kind                     cells  cell delay [ps]
buffers and inverters        7             1090
AND/OR/NAND/NOR              6             1360
AND-OR/OR-AND               17             4910
adder cells (fa/ha/maj)      8             3850
layer usage:
layer  global-route usage  up-vias  routed length [um]
met4              0.00405        4                 448
met3               0.0317       48                7130
met1                0.116     9380               35500
met5                    0        -                  34
met2                0.123      733               32900
li1                     -     9012                   -
placed cells by master (no fill, tap or decap), drive strengths merged, types with 57 or more instances in the layout:
master / instances
dfrtp: 156
inv: 542
buf: 57
o21ai: 86
nor2: 105
fa: 360
ha: 288
and2: 233
clkdlybuf4s50: 211
nand2: 330
a21oi: 70
Power is estimated from default activity; no workload was simulated.
