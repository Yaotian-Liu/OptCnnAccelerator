$ cat design.v
`timescale 1ns/1ps
module Poy (
  input      [15:0]   io_weight,
  input      [15:0]   io_activation_buffer_0_0,
  input      [15:0]   io_activation_buffer_0_1,
  input      [15:0]   io_activation_buffer_0_2,
  input      [15:0]   io_activation_buffer_1_0,
  input      [15:0]   io_activation_buffer_1_1,
  input      [15:0]   io_activation_buffer_1_2,
  input      [15:0]   io_activation_buffer_2_0,
  input      [15:0]   io_activation_buffer_2_1,
  input      [15:0]   io_activation_buffer_2_2,
  input      [15:0]   io_activation_buffer_standby_0,
  input      [15:0]   io_activation_buffer_standby_1,
  input      [15:0]   io_activation_buffer_standby_2,
  output     [15:0]   io_output_0_0,
  output     [15:0]   io_output_0_1,
  output     [15:0]   io_output_0_2,
  output     [15:0]   io_output_1_0,
  output     [15:0]   io_output_1_1,
  output     [15:0]   io_output_1_2,
  output     [15:0]   io_output_2_0,
  output     [15:0]   io_output_2_1,
  output     [15:0]   io_output_2_2,
  input               io_clear,
  input               clk,
  input               reset
);
  localparam ActivationSource_BUFFER_1 = 2'd0;
  localparam ActivationSource_FIFO = 2'd1;
  localparam ActivationSource_SHIFT = 2'd2;
  wire       [15:0]   pox_array_0_io_activation_fifo_out_0;
  wire       [15:0]   pox_array_0_io_activation_fifo_out_1;
  wire       [15:0]   pox_array_0_io_activation_fifo_out_2;
  wire       [15:0]   pox_array_0_io_output_0;
  wire       [15:0]   pox_array_0_io_output_1;
  wire       [15:0]   pox_array_0_io_output_2;
  wire       [15:0]   pox_array_1_io_activation_fifo_out_0;
  wire       [15:0]   pox_array_1_io_activation_fifo_out_1;
  wire       [15:0]   pox_array_1_io_activation_fifo_out_2;
  wire       [15:0]   pox_array_1_io_output_0;
  wire       [15:0]   pox_array_1_io_output_1;
  wire       [15:0]   pox_array_1_io_output_2;
  wire       [15:0]   pox_array_2_io_activation_fifo_out_0;
  wire       [15:0]   pox_array_2_io_activation_fifo_out_1;
  wire       [15:0]   pox_array_2_io_activation_fifo_out_2;
  wire       [15:0]   pox_array_2_io_output_0;
  wire       [15:0]   pox_array_2_io_output_1;
  wire       [15:0]   pox_array_2_io_output_2;
  wire       [3:0]    _zz_counter_valueNext;
  wire       [0:0]    _zz_counter_valueNext_1;
  wire                counter_willIncrement;
  wire                counter_willClear;
  reg        [3:0]    counter_valueNext;
  reg        [3:0]    counter_value;
  wire                counter_willOverflowIfInc;
  wire                counter_willOverflow;
  wire       [1:0]    _zz_io_activation_source_from;
  wire       [1:0]    _zz_io_activation_source_from_1;
  assign _zz_counter_valueNext_1 = counter_willIncrement;
  assign _zz_counter_valueNext = {3'd0, _zz_counter_valueNext_1};
  Pox pox_array_0 (
    .io_weight                    (io_weight[15:0]                           ),  
    .io_activation_buffer_0       (io_activation_buffer_0_0[15:0]            ),  
    .io_activation_buffer_1       (io_activation_buffer_0_1[15:0]            ),  
    .io_activation_buffer_2       (io_activation_buffer_0_2[15:0]            ),  
    .io_activation_fifo_in_0      (pox_array_1_io_activation_fifo_out_0[15:0]),  
    .io_activation_fifo_in_1      (pox_array_1_io_activation_fifo_out_1[15:0]),  
    .io_activation_fifo_in_2      (pox_array_1_io_activation_fifo_out_2[15:0]),  
    .io_activation_buffer_standby (io_activation_buffer_standby_0[15:0]      ),  
    .io_activation_source_from    (_zz_io_activation_source_from[1:0]        ),  
    .io_activation_fifo_out_0     (pox_array_0_io_activation_fifo_out_0[15:0]),  
    .io_activation_fifo_out_1     (pox_array_0_io_activation_fifo_out_1[15:0]),  
    .io_activation_fifo_out_2     (pox_array_0_io_activation_fifo_out_2[15:0]),  
    .io_clear                     (io_clear                                  ),  
    .io_output_0                  (pox_array_0_io_output_0[15:0]             ),  
    .io_output_1                  (pox_array_0_io_output_1[15:0]             ),  
    .io_output_2                  (pox_array_0_io_output_2[15:0]             ),  
    .clk                          (clk                                       ),  
    .reset                        (reset                                     )   
  );
  Pox pox_array_1 (
    .io_weight                    (io_weight[15:0]                           ),  
    .io_activation_buffer_0       (io_activation_buffer_1_0[15:0]            ),  
    .io_activation_buffer_1       (io_activation_buffer_1_1[15:0]            ),  
    .io_activation_buffer_2       (io_activation_buffer_1_2[15:0]            ),  
    .io_activation_fifo_in_0      (pox_array_2_io_activation_fifo_out_0[15:0]),  
    .io_activation_fifo_in_1      (pox_array_2_io_activation_fifo_out_1[15:0]),  
    .io_activation_fifo_in_2      (pox_array_2_io_activation_fifo_out_2[15:0]),  
    .io_activation_buffer_standby (io_activation_buffer_standby_1[15:0]      ),  
    .io_activation_source_from    (_zz_io_activation_source_from_1[1:0]      ),  
    .io_activation_fifo_out_0     (pox_array_1_io_activation_fifo_out_0[15:0]),  
    .io_activation_fifo_out_1     (pox_array_1_io_activation_fifo_out_1[15:0]),  
    .io_activation_fifo_out_2     (pox_array_1_io_activation_fifo_out_2[15:0]),  
    .io_clear                     (io_clear                                  ),  
    .io_output_0                  (pox_array_1_io_output_0[15:0]             ),  
    .io_output_1                  (pox_array_1_io_output_1[15:0]             ),  
    .io_output_2                  (pox_array_1_io_output_2[15:0]             ),  
    .clk                          (clk                                       ),  
    .reset                        (reset                                     )   
  );
  Pox pox_array_2 (
    .io_weight                    (io_weight[15:0]                           ),  
    .io_activation_buffer_0       (io_activation_buffer_2_0[15:0]            ),  
    .io_activation_buffer_1       (io_activation_buffer_2_1[15:0]            ),  
    .io_activation_buffer_2       (io_activation_buffer_2_2[15:0]            ),  
    .io_activation_fifo_in_0      (16'h0                                     ),  
    .io_activation_fifo_in_1      (16'h0                                     ),  
    .io_activation_fifo_in_2      (16'h0                                     ),  
    .io_activation_buffer_standby (io_activation_buffer_standby_2[15:0]      ),  
    .io_activation_source_from    (ActivationSource_BUFFER_1                 ),  
    .io_activation_fifo_out_0     (pox_array_2_io_activation_fifo_out_0[15:0]),  
    .io_activation_fifo_out_1     (pox_array_2_io_activation_fifo_out_1[15:0]),  
    .io_activation_fifo_out_2     (pox_array_2_io_activation_fifo_out_2[15:0]),  
    .io_clear                     (io_clear                                  ),  
    .io_output_0                  (pox_array_2_io_output_0[15:0]             ),  
    .io_output_1                  (pox_array_2_io_output_1[15:0]             ),  
    .io_output_2                  (pox_array_2_io_output_2[15:0]             ),  
    .clk                          (clk                                       ),  
    .reset                        (reset                                     )   
  );
  assign counter_willIncrement = 1'b0;
  assign counter_willClear = 1'b0;
  assign counter_willOverflowIfInc = (counter_value == 4'b1000);
  assign counter_willOverflow = (counter_willOverflowIfInc && counter_willIncrement);
  always @(*) begin
    if(counter_willOverflow) begin
      counter_valueNext = 4'b0000;
    end else begin
      counter_valueNext = (counter_value + _zz_counter_valueNext);
    end
    if(counter_willClear) begin
      counter_valueNext = 4'b0000;
    end
  end
  assign _zz_io_activation_source_from = ((counter_value < 4'b0011) ? ActivationSource_BUFFER_1 : ActivationSource_FIFO);
  assign io_output_0_0 = pox_array_0_io_output_0;
  assign io_output_0_1 = pox_array_0_io_output_1;
  assign io_output_0_2 = pox_array_0_io_output_2;
  assign _zz_io_activation_source_from_1 = ((counter_value < 4'b0011) ? ActivationSource_BUFFER_1 : ActivationSource_FIFO);
  assign io_output_1_0 = pox_array_1_io_output_0;
  assign io_output_1_1 = pox_array_1_io_output_1;
  assign io_output_1_2 = pox_array_1_io_output_2;
  assign io_output_2_0 = pox_array_2_io_output_0;
  assign io_output_2_1 = pox_array_2_io_output_1;
  assign io_output_2_2 = pox_array_2_io_output_2;
  always @(posedge clk or posedge reset) begin
    if(reset) begin
      counter_value <= 4'b0000;
    end else begin
      counter_value <= counter_valueNext;
    end
  end
endmodule
module Pox (
  input      [15:0]   io_weight,
  input      [15:0]   io_activation_buffer_0,
  input      [15:0]   io_activation_buffer_1,
  input      [15:0]   io_activation_buffer_2,
  input      [15:0]   io_activation_fifo_in_0,
  input      [15:0]   io_activation_fifo_in_1,
  input      [15:0]   io_activation_fifo_in_2,
  input      [15:0]   io_activation_buffer_standby,
  input      [1:0]    io_activation_source_from,
  output     [15:0]   io_activation_fifo_out_0,
  output     [15:0]   io_activation_fifo_out_1,
  output     [15:0]   io_activation_fifo_out_2,
  input               io_clear,
  output     [15:0]   io_output_0,
  output     [15:0]   io_output_1,
  output     [15:0]   io_output_2,
  input               clk,
  input               reset
);
  localparam ActivationSource_BUFFER_1 = 2'd0;
  localparam ActivationSource_FIFO = 2'd1;
  localparam ActivationSource_SHIFT = 2'd2;
  wire       [15:0]   pe_array_0_io_activation_shift_out;
  wire       [15:0]   pe_array_0_io_output;
  wire       [15:0]   pe_array_1_io_activation_shift_out;
  wire       [15:0]   pe_array_1_io_output;
  wire       [15:0]   pe_array_2_io_activation_shift_out;
  wire       [15:0]   pe_array_2_io_output;
  reg        [15:0]   _zz_io_activation_fifo_out_0;
  reg        [15:0]   _zz_io_activation_fifo_out_0_1;
  reg        [15:0]   _zz_io_activation_fifo_out_0_2;
  reg        [15:0]   _zz_io_activation_fifo_out_1;
  reg        [15:0]   _zz_io_activation_fifo_out_1_1;
  reg        [15:0]   _zz_io_activation_fifo_out_1_2;
  reg        [15:0]   _zz_io_activation_fifo_out_2;
  reg        [15:0]   _zz_io_activation_fifo_out_2_1;
  reg        [15:0]   _zz_io_activation_fifo_out_2_2;
  PE pe_array_0 (
    .io_weight                 (io_weight[15:0]                         ),  
    .io_activation_buffer      (io_activation_buffer_0[15:0]            ),  
    .io_activation_fifo        (io_activation_fifo_in_0[15:0]           ),  
    .io_activation_shift_in    (pe_array_1_io_activation_shift_out[15:0]),  
    .io_activation_source_from (io_activation_source_from[1:0]          ),  
    .io_activation_shift_out   (pe_array_0_io_activation_shift_out[15:0]),  
    .io_reset_mac              (io_clear                                ),  
    .io_output                 (pe_array_0_io_output[15:0]              ),  
    .clk                       (clk                                     ),  
    .reset                     (reset                                   )   
  );
  PE pe_array_1 (
    .io_weight                 (io_weight[15:0]                         ),  
    .io_activation_buffer      (io_activation_buffer_1[15:0]            ),  
    .io_activation_fifo        (io_activation_fifo_in_1[15:0]           ),  
    .io_activation_shift_in    (pe_array_2_io_activation_shift_out[15:0]),  
    .io_activation_source_from (io_activation_source_from[1:0]          ),  
    .io_activation_shift_out   (pe_array_1_io_activation_shift_out[15:0]),  
    .io_reset_mac              (io_clear                                ),  
    .io_output                 (pe_array_1_io_output[15:0]              ),  
    .clk                       (clk                                     ),  
    .reset                     (reset                                   )   
  );
  PE pe_array_2 (
    .io_weight                 (io_weight[15:0]                         ),  
    .io_activation_buffer      (io_activation_buffer_2[15:0]            ),  
    .io_activation_fifo        (io_activation_fifo_in_2[15:0]           ),  
    .io_activation_shift_in    (io_activation_buffer_standby[15:0]      ),  
    .io_activation_source_from (io_activation_source_from[1:0]          ),  
    .io_activation_shift_out   (pe_array_2_io_activation_shift_out[15:0]),  
    .io_reset_mac              (io_clear                                ),  
    .io_output                 (pe_array_2_io_output[15:0]              ),  
    .clk                       (clk                                     ),  
    .reset                     (reset                                   )   
  );
  assign io_activation_fifo_out_0 = _zz_io_activation_fifo_out_0_2;
  assign io_output_0 = pe_array_0_io_output;
  assign io_activation_fifo_out_1 = _zz_io_activation_fifo_out_1_2;
  assign io_output_1 = pe_array_1_io_output;
  assign io_activation_fifo_out_2 = _zz_io_activation_fifo_out_2_2;
  assign io_output_2 = pe_array_2_io_output;
  always @(posedge clk or posedge reset) begin
    if(reset) begin
      _zz_io_activation_fifo_out_0 <= 16'h0;
      _zz_io_activation_fifo_out_0_1 <= 16'h0;
      _zz_io_activation_fifo_out_0_2 <= 16'h0;
      _zz_io_activation_fifo_out_1 <= 16'h0;
      _zz_io_activation_fifo_out_1_1 <= 16'h0;
      _zz_io_activation_fifo_out_1_2 <= 16'h0;
      _zz_io_activation_fifo_out_2 <= 16'h0;
      _zz_io_activation_fifo_out_2_1 <= 16'h0;
      _zz_io_activation_fifo_out_2_2 <= 16'h0;
    end else begin
      _zz_io_activation_fifo_out_0 <= pe_array_0_io_activation_shift_out;
      _zz_io_activation_fifo_out_0_1 <= _zz_io_activation_fifo_out_0;
      _zz_io_activation_fifo_out_0_2 <= _zz_io_activation_fifo_out_0_1;
      _zz_io_activation_fifo_out_1 <= pe_array_1_io_activation_shift_out;
      _zz_io_activation_fifo_out_1_1 <= _zz_io_activation_fifo_out_1;
      _zz_io_activation_fifo_out_1_2 <= _zz_io_activation_fifo_out_1_1;
      _zz_io_activation_fifo_out_2 <= pe_array_2_io_activation_shift_out;
      _zz_io_activation_fifo_out_2_1 <= _zz_io_activation_fifo_out_2;
      _zz_io_activation_fifo_out_2_2 <= _zz_io_activation_fifo_out_2_1;
    end
  end
endmodule
module PE (
  input      [15:0]   io_weight,
  input      [15:0]   io_activation_buffer,
  input      [15:0]   io_activation_fifo,
  input      [15:0]   io_activation_shift_in,
  input      [1:0]    io_activation_source_from,
  output     [15:0]   io_activation_shift_out,
  input               io_reset_mac,
  output     [15:0]   io_output,
  input               clk,
  input               reset
);
  localparam ActivationSource_BUFFER_1 = 2'd0;
  localparam ActivationSource_FIFO = 2'd1;
  localparam ActivationSource_SHIFT = 2'd2;
  reg        [15:0]   mac_9_io_activation;
  wire       [15:0]   mac_9_io_output;
  reg        [15:0]   mac_9_io_activation_regNext;
  MAC mac_9 (
    .io_weight     (io_weight[15:0]          ),  
    .io_activation (mac_9_io_activation[15:0]),  
    .io_output     (mac_9_io_output[15:0]    ),  
    .io_clear      (io_reset_mac             ),  
    .clk           (clk                      ),  
    .reset         (reset                    )   
  );
  always @(*) begin
    case(io_activation_source_from)
      ActivationSource_BUFFER_1 : begin
        mac_9_io_activation = io_activation_buffer;
      end
      ActivationSource_FIFO : begin
        mac_9_io_activation = io_activation_fifo;
      end
      default : begin
        mac_9_io_activation = io_activation_shift_in;
      end
    endcase
  end
  assign io_output = mac_9_io_output;
  assign io_activation_shift_out = mac_9_io_activation_regNext;
  always @(posedge clk or posedge reset) begin
    if(reset) begin
      mac_9_io_activation_regNext <= 16'h0;
    end else begin
      mac_9_io_activation_regNext <= mac_9_io_activation;
    end
  end
endmodule
module MAC (
  input      [15:0]   io_weight,
  input      [15:0]   io_activation,
  output     [15:0]   io_output,
  input               io_clear,
  input               clk,
  input               reset
);
  wire       [24:0]   _zz_accumulator;
  wire       [31:0]   _zz_accumulator_1;
  wire       [31:0]   _zz_accumulator_2;
  wire       [22:0]   _zz_accumulator_3;
  wire       [31:0]   _zz_accumulator_4;
  reg        [15:0]   accumulator;
  assign _zz_accumulator = (_zz_accumulator_1 >>> 7);
  assign _zz_accumulator_1 = ($signed(_zz_accumulator_2) + $signed(_zz_accumulator_4));
  assign _zz_accumulator_3 = ({7'd0,accumulator} <<< 7);
  assign _zz_accumulator_2 = {{9{_zz_accumulator_3[22]}}, _zz_accumulator_3};
  assign _zz_accumulator_4 = ($signed(io_weight) * $signed(io_activation));
  assign io_output = accumulator;
  always @(posedge clk or posedge reset) begin
    if(reset) begin
      accumulator <= 16'h0;
    end else begin
      if(io_clear) begin
        accumulator <= 16'h0;
      end else begin
        accumulator <= _zz_accumulator[15:0];
      end
    end
  end
endmodule
$ cat run.sh
#!/bin/bash
# OpenROAD 26Q1-2900-gdf79404cd8, Yosys 0.63+post, stock flow scripts
make -C /OpenROAD-flow-scripts/flow DESIGN_CONFIG=/design/flow/config.mk WORK_HOME=/design/flow/orfs finish
$ cat config.mk
export PLATFORM = sky130hd
export DESIGN_NAME = Poy
export DESIGN_NICKNAME = Poy
export VERILOG_FILES = /design/flow/design.v
export SDC_FILE = /design/flow/constraint.sdc
export NUM_CORES = 4
export LEC_CHECK = 1
export CORE_UTILIZATION = 50
$ cat constraint.sdc
current_design Poy

set clk_period 14.2
set clk_io_pct 0.2

create_clock -name clk0 -period $clk_period [get_ports {clk}]

set non_clock_inputs [all_inputs -no_clocks]
set_input_delay [expr $clk_period * $clk_io_pct] -clock clk0 $non_clock_inputs
set_output_delay [expr $clk_period * $clk_io_pct] -clock clk0 [all_outputs]
==> changes_impl.md <==
## Flow update

* Post-Layout Cell Count at 10.0k
* Async set or reset register ratio after synthesis at 1.00
* Final core occ at 0.541
* Root buf cell: clkbuf_16
* Critical path fanouts, max at 43
* Final setup fails at 0
* Routed len/inst at 17.8 um
* Iteration-0 DRC Markers at 1,668
* Outcome: finished, final reports clean
* Worst Hold Path Cells at 6
* Fmax at 105 MHz
* I/O pin cnt at 355
* Share of cells above drive strength 1 at 0.0188
* Placer Congestion at 0.905
* Mux area share at 0.000138
* Largest net degree at the start of global routing at 88
* Worst hold path class: register to register
* Slew at the pin with the worst max-slew slack at 0.849 ns
* Die span in x at 382 um
* Storage cell area at 3600 um^2
* Pre-Place Util at 0.504
* Worst path arrival time at 9.92 ns
* Yosys warns at 4
* CTS buffer count at 17
* Main logic family: adder cells
* # clock sinks at 144
* Setup TNS at 0 ns
* Xor/xnor share at 0.0434
* Max-cap check violation count at 0
* Number of global-route vias before repair at 55.1k
* Startpoint Class: input pin
* Ys flops at 144
* Number of enable flip-flop cells at 0
* Post_cts resized at 0
* Filler cells at 12.9k
* And+or+nand+nor area frac at 0.165
* Core Area at 143,000 um^2
* Cts hold-fix bufs at 0
* Final WL at 179,000 um
* Critical path class: input pin to register
* Reg2reg start: pox_array_1.pe_array_0.mac_9.accumulator[1]$_DFF_PP0_
* DRC viols at 0
* Worst Skew at 0.0236 ns
* Ys flop type: dfrtp_1
* Clock buffer depth at 2
* Clock period minus worst slack at 9.51 ns
* Slew margin rel. at 0.432
* Hold Crit Start: pox_array_2.pe_array_1.mac_9.accumulator[15]$_DFF_PP0_
* Unique cell types at 68
* Area reported by Yosys stat at 72,300 um^2
* Reg clk slew, reported paths at 0.07 ns
* Global-route wire length before repair at 300,000 um
* Grt total ovfl at 0
* CTS H-tree depth at 4
* MI comb area at 58,600 um^2
* Tool warnings at 73
* Vias per cell at 4.96
* Flop2flop setup slack at 8.67 ns
* Die area at 146,000 um^2
* # Cells Yosys at 8,071
* Pre-antenna DRT Iters at 7
* Syn Inst Count at 8,071
* Post-Syn Area at 72,300 um^2
* Synth Seq Share at 0.0498
* Final hold viol count at 0
* Critical path capture point type: register
* Post-Syn Area per Cell at 8.96 um^2
* Worst skew pair latency at 0.56 ns
* Hpwl dp at 140,000 um
* R2r endpoint: pox_array_1.pe_array_0.mac_9.accumulator[15]$_DFF_PP0_
* Final period util at 0.669
* Reg2Reg Depth at 19
* Worst Hold Path EP: pox_array_2.pe_array_1.mac_9.accumulator[15]$_DFF_PP0_
* Cell total after placement at 10.0k
* Synth Area in Compound Gates at 0.0216
* Input/output buffers at 306
* Die height at 382 um
* Vias at 49.8k
* RSZ-0062 raised after global routing: false
* Slew Limit Fails at 0
* Required time of the critical path at 14.61 ns
* Total track usage at 0.284
* Area Growth Syn to Fin at 7.37%
* Postcts setup bufs at 0
* Row count at 139
* Initial antenna violation count at 21
* Antenna-violating nets left at 0
* Fa+ha+maj area frac at 0.581
* CTS tree: yes
synth_stat cells, drive strengths merged, types with 15 or more instances:
cell	count	share of area
and2	1129	0.098
o21a	25	0.0026
ha	648	0.11
a21o	16	0.0017
nor3	45	0.0031
a21oi	63	0.0046
o21ai	56	0.0039
nor2	203	0.011
nand2b	35	0.0031
xor2	93	0.011
xnor2	263	0.032
nor2b	21	0.0018
dfrtp	144	0.050
inv	2342	0.12
nand4	15	0.0013
clkbuf	339	0.018
nand3	22	0.0015
a211oi	15	0.0017
fa	1692	0.47
nand2	779	0.040
stage by stage:
stage / hold WS, ns / setup slack [ns] / instance area [um^2]
floorplan: 0.967 / 5.20 / 72300
global placement: 1.05 / 4.15 / 77000
detailed placement: 1.04 / 4.14 / 77000
CTS: 1.07 / 4.76 / 77600
global route: 1.15 / 4.20 / 77600
finish: 1.06 / 4.69 / 77600
registers in the layout (all words and copies together), names as in the netlist:
name                                      count
pox_array_0.pe_array_0.mac_9.accumulator     16
pox_array_1.pe_array_0.mac_9.accumulator     16
pox_array_2.pe_array_0.mac_9.accumulator     16
pox_array_0.pe_array_2.mac_9.accumulator     16
pox_array_2.pe_array_1.mac_9.accumulator     16
pox_array_2.pe_array_2.mac_9.accumulator     16
pox_array_0.pe_array_1.mac_9.accumulator     16
pox_array_1.pe_array_2.mac_9.accumulator     16
pox_array_1.pe_array_1.mac_9.accumulator     16
worst max-delay path, stage by stage:
cell	delay, ns
buf_4	0.25
buf_4	0.56
buf_4	0.50
and2_1	0.21
fa_1	0.41
inv_1	0.08
fa_1	0.43
fa_1	0.49
fa_1	0.54
inv_1	0.05
fa_1	0.47
inv_1	0.05
fa_1	0.47
inv_1	0.04
ha_1	0.18
or3_1	0.39
o32ai_1	0.23
a21oi_1	0.16
a221oi_2	0.59
o2111ai_1	0.36
o31ai_1	0.33
xor2_1	0.18
nor2_1	0.05
worst max path at each step:
stage,cells past startpoint,startpoint,to,slack [ns]
CTS,25,io_weight[6],pox_array_0.pe_array_0.mac_9.accumulator[14]$_DFF_PP0_,4.76
global route,25,io_weight[6],pox_array_0.pe_array_0.mac_9.accumulator[14]$_DFF_PP0_,4.20
finish,23,io_weight[5],pox_array_0.pe_array_1.mac_9.accumulator[14]$_DFF_PP0_,4.69
cell usage in the layout, fill, tap and decap left out, types with 34 or more instances in the layout:
cell type / Yosys / layout
fa_1: 1692 / 1692
buf_4: 0 / 93
a21oi_1: 61 / 61
dfrtp_1: 144 / 144
nor2_1: 203 / 203
xor2_1: 93 / 93
clkdlybuf4s50_1: 0 / 289
and2_1: 1129 / 1129
ha_1: 648 / 648
xnor2_1: 262 / 262
nor3_1: 45 / 45
inv_1: 2337 / 2336
nand2b_1: 34 / 34
nand2_1: 779 / 779
per-layer routing:
metal | routed length (um) | share of wire | track usage | up-vias
li1 | - | - | - | 22800
met1 | 73300 | 0.41 | 0.413 | 25200
met2 | 85300 | 0.48 | 0.440 | 1513
met3 | 16700 | 0.093 | 0.109 | 219
met4 | 3630 | 0.020 | 0.0439 | 24
met5 | 131 | 0.00073 | 0 | -
area by class of cell:
class                      count  area share
sequential                   144      0.0464
inverter                    2342       0.113
clock buffer                  20     0.00575
clock inverter                12     0.00206
tap                         1903      0.0307
antenna                        5    0.000161
timing repair buffer         386      0.0471
multi-input combinational   5233       0.755
logic make-up (layout without fill, tap and decap cells):
kind of cell / Yosys count / in the layout
buf+inv: 2694 / 2760
fa+ha+maj: 2340 / 2340
simple gates: 2301 / 2301
xor+xnor: 356 / 356
compound gates: 235 / 235
flops: 144 / 144
mux: 1 / 1
other cells: 0 / 5
